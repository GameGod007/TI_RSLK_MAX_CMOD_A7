==> ./design.v <==
`timescale 1ns / 1ps
module controller(
input wire clk,rst,start,
input wire [5:0]bmp,
output reg [2:0]drive
    );
parameter SEC=3000000; 
parameter ouchR = 6'b000111;
parameter ouchL = 6'b111000;
parameter ouchF = 6'b001100; 
reg [31:0] timer,nxt_timer; 
reg [5:0] bump,new_bump; 
enum {idle,forward,reverse,right,left,turnaround} curr,nxt;
always_ff @(posedge clk) begin
    if(rst) begin
        timer <= 0;
        curr <= idle;
        bump <= 0;
    end
    else begin
        timer <= nxt_timer;
        curr <= nxt; 
        bump <= new_bump;
    end   
end
always_comb begin
    nxt = curr;
    nxt_timer = timer;
    new_bump = bump;
    unique case(curr)
    idle: begin
        drive = 0;
        if(start) nxt = forward;
    end 
    forward: begin
        drive = 1;
        if(!bmp[0] || !bmp[1] || !bmp[2] || !bmp[3] || !bmp[4] || !bmp[5])begin
            nxt = reverse;
            nxt_timer = 3 * SEC;
            new_bump = ~bmp;
        end 
    end
    reverse: begin
        drive = 4;
        if(timer == 0)begin
            if(bump & ouchF) begin
                nxt_timer = 4 * SEC;
                nxt = turnaround;
            end
            else if(bump & ouchR) begin
                nxt_timer = 2 * SEC;
                nxt = left;
            end
            else if(bump & ouchL) begin
                nxt_timer = 2 * SEC;
                nxt = right;
            end
        end
        else begin 
            nxt_timer = timer - 1;
        end 
    end
    right: begin
        drive = 2;
        if(timer == 0) begin
            nxt = forward;
        end
        else nxt_timer = timer - 1;
    end
    left: begin
        drive = 3;
        if(timer == 0) begin
            nxt = forward;
        end
        else nxt_timer = timer - 1;
    end
    turnaround: begin
        drive = 2;
        if(timer == 0) begin
            nxt = forward;
        end
        else nxt_timer = timer - 1;
    end
    endcase
end
endmodule
`timescale 1ns / 1ps
module motor(
input wire clk,
input wire [1:0]move,
output reg DIR=0,
output reg PWM=0
);
reg [7:0] counter = 0;
reg [7:0] new_duty = 0;
always_ff@ (posedge clk)
begin 
    if(counter < 100) counter <= counter + 1;
    else counter <= 0;
    DIR <= move[1];
end
always_comb 
begin
    if(move[0])
        PWM = (counter < 20) ? 1:0;
    else
        PWM = 0;
end 
endmodule
module motor_driver(
    input wire clk,
    input wire [2:0]drive,
    output wire PWML,PWMR,DIRL,DIRR,
    output reg nSLPR,nSLPL
);
reg [3:0]move;
always_comb begin
    case(drive)
    3'b000: move = 4'b0000; 
    3'b001: move = 4'b0101; 
    3'b010: move = 4'b0111; 
    3'b011: move = 4'b1101; 
    3'b100: move = 4'b1111; 
    default: move = 4'b0000;
    endcase
    nSLPR = 1;
    nSLPL = 1; 
end
motor motorL(
.clk(clk),
.move(move[3:2]),
.DIR(DIRL),
.PWM(PWML)
);
motor motorR(
.clk(clk),
.move(move[1:0]),
.DIR(DIRR),
.PWM(PWMR)
);
endmodule
`timescale 1ns / 1ps
module top(
input wire sysclk,  
input wire [5:0]bmp,
input wire rst,start,
output wire PWML,PWMR,DIRL,DIRR,nSLPR,nSLPL
    );
wire [2:0]drive;
 motor_driver motor_wrap(
.clk(sysclk),
.drive(drive), 
.PWML(PWML),
.PWMR(PWMR),
.DIRL(DIRL),
.DIRR(DIRR),
.nSLPR(nSLPR),
.nSLPL(nSLPL)
); 
controller controls(
.clk(sysclk),.rst(rst),.start(start),
.bmp(bmp),
.drive(drive)
    ); 
endmodule
==> ./run.sh <==
#!/bin/bash
# OpenROAD 26Q1-2900-gdf79404cd8, Yosys 0.63+post, stock flow scripts
make -C /OpenROAD-flow-scripts/flow DESIGN_CONFIG=/design/flow/config.mk WORK_HOME=/design/flow/orfs finish
==> ./config.mk <==
export PLATFORM = sky130hd
export DESIGN_NAME = top
export DESIGN_NICKNAME = top
export VERILOG_FILES = /design/flow/design.v
export SDC_FILE = /design/flow/constraint.sdc
export NUM_CORES = 4
export LEC_CHECK = 1
export CORE_UTILIZATION = 50
==> ./constraint.sdc <==
current_design top

set clk_period 5.5
set clk_io_pct 0.2

create_clock -name clk0 -period $clk_period [get_ports {sysclk}]

set non_clock_inputs [all_inputs -no_clocks]
set_input_delay [expr $clk_period * $clk_io_pct] -clock clk0 $non_clock_inputs
set_output_delay [expr $clk_period * $clk_io_pct] -clock clk0 [all_outputs]
==> results.py <==
# Flow results
metrics = {
    "pwr": {
        "power.switching_mw": 0.444,
        "powerDensity_nw_per_um2": 388,
        "leakagePower_nw": 1.36,
        "p_sw_share_pct": 31.2,
        "combPwrFrac_pct": 26.1,
        "clkPwrFrac_pct": 37.6,
        "seqPwrFrac_pct": 36.3,
        "ir_worst_vdd_mv": 0.306,
        "intPower_mw": 0.982,
    },
    "synth": {
        "synth.logic.top_family": "simple AND/OR/NAND/NOR gates",
        "postSynth.asyncResetShare_pct": 0,
        "flop_cell": "dfxtp_1",
        "ys_area_um2": 3240,
        "compound_area_share_pct": 20.6,
        "syn_avg_cell_area_um2": 8.40,
        "ys_sh_mux_pct": 0,
        "simple_gate_area_share_pct": 28.6,
        "yosys_warnings": 3,
        "ys_sh_adder_pct": 1.16,
        "yosysUniqueCellTypes": 62,
        "xor_area_share_pct": 6.75,
        "ys_cells": 386,
        "edf_count": 0,
        "syn_area_um2": 3240,
        "synth_cells": 386,
        "seq_area_frac_synth_pct": 38.3,
        "yosys_register_bits": 62,
    },
    "grt": {
        "antenna_found_initial": 0,
        "grt_pass1_wl_mm": 12.6,
        "grtUsageTotal_pct": 25.0,
        "grt_max_degree": 29,
        "grt_overflow": 0,
        "grt_pass1_vias": 2610,
    },
    "worst_hold_path": {
        "hold_end": "motor_wrap.motorR.counter[0]",
        "hp-start": "motor_wrap.motorR.counter[0]",
        "min_path_type": "flop to flop",
        "min_path_cells": 1,
    },
    "routing": {
        "drt-total-wl_mm": 7.49,
        "final_antenna_net_count": 0,
        "dr.pass1.iters": 4,
        "drt_iter0_drc": 132,
        "n_antenna_cell": 0,
        "drc": 0,
        "routed_via_density": 5.94,
        "route.vias.total": 2834,
        "wl_per_cell_um": 15.7,
    },
    "timing": {
        "setup_viol": 0,
        "fin_skew_ps": 6.75,
        "hold_viol_final": 0,
        "worstMarginPinSlew_ps": 810,
        "relSlewSlack_pct": 45.8,
        "fin_tns_setup_ps": 0,
        "final.min_clock_period_ps": 3350,
        "drv_slew": 0,
        "hold_ws_ps": 448,
        "fmax_mhz": 299,
        "period_used_pct": 60.8,
        "rsz0062_at_grt": "false",
    },
    "worst_setup_path": {
        "crit_path_top_delay_cell": "or3_1",
        "worst_setup_path_start_kind": "flop",
        "crit_buf_inv": 1,
        "r2r_end": "controls.timer[9]",
        "ff2ff_setup_slack_ps": 2190,
        "worstPathMaxFanout": 7,
        "r2r_cells": 6,
        "critical-path-top-delay-family": "simple AND/OR/NAND/NOR gates",
        "path_cells": "or3_1, nor3_1, xnor2_1, and3_1, clkdlybuf4s50_1",
        "critPathKind": "flop to output pin",
        "slowest_delay_ps": 490,
        "crit_arrival_ps": 2250,
        "endpoint_kind": "output pin",
        "required_ps": 4400,
        "reg2reg_from": "controls.timer[2]",
    },
    "final_layout": {
        "drive_gt1_share_pct": 11.4,
        "syn_to_final_growth_pct": 13.3,
        "logic_area_um2": 1870,
        "regArea_um2": 1240,
        "finalNonFillerCells": 477,
        "nFillCells": 533,
    },
    "status": {
        "outcome": "finished clean",
    },
    "floorplan": {
        "coreArea_um2": 6100,
        "num_rows": 28,
        "initial_core_util_pct": 53.2,
        "ios": 15,
        "die_x_um": 82.5,
        "dieArea_um2": 6810,
        "fp.dieH_um": 82.5,
    },
    "clocking": {
        "clockBufferDepth": 2,
        "cts-root-buf": "clkbuf_8",
        "clkLatencyLatePin_ps": 340,
        "ctsHoldBuffers": 0,
        "cts_resized": 0,
        "path_clk_slew_ps": 70,
        "tritoncts": "yes",
        "h-tree-depth": 3,
        "cts_made_buffers": 9,
        "cts_setup_buffers": 0,
        "numClockSinks": 62,
    },
    "placement": {
        "placed_cells_incl_taps": 461,
        "io_buffers": 12,
        "dp_hpwl_mm": 5.13,
        "gp_congestion": 0.884,
    },
    "job": {
        "drv_cap": 0,
        "warnings": 27,
    },
}
==> through the flow <==
stage | area (µm²) | setup WS (ps) | util [%] | power, mW
after floorplan | 3250 | 2840 | - | 0.806
after global placement | 3400 | 2030 | 55.8 | 0.888
after detailed placement | 3400 | 2000 | 55.8 | 0.892
after CTS | 3670 | 2120 | 60.3 | 1.43
after global routing | 3670 | 2000 | 60.3 | 1.50
final | 3670 | 2150 | 60.3 | 1.43
==> final cells by class <==
type / count / area share (%)
Multi-Input combinational cell: 297 / 50.9
Sequential cell: 62 / 33.8
Timing Repair Buffer: 18 / 4.50
Clock buffer: 10 / 3.75
Clock inverter: 6 / 3.61
Tap cell: 75 / 2.55
Inverter: 9 / 0.920
==> logic make-up after synthesis <==
| group | count (synthesis) |
|---|---|
| AND-OR/OR-AND | 95 |
| buffers and inverters | 29 |
| adder cells (fa/ha/maj) | 3 |
| AND/OR/NAND/NOR | 170 |
| XOR/XNOR | 25 |
| other | 2 |
| flip-flops | 62 |
==> Yosys cell counts, types with 2 or more instances <==
master / number / area [µm²]
dfxtp_1: 62 / 1240
nor2_1: 57 / 214
a21oi_1: 24 / 120
nand2_1: 20 / 75.1
o21ai_0: 19 / 95.1
xnor2_1: 16 / 140
nor3_1: 15 / 75.1
clkbuf_1: 11 / 41.3
nor4_1: 11 / 68.8
a211oi_1: 10 / 75.1
nand3_1: 10 / 50.1
and3_1: 9 / 56.3
inv_1: 9 / 33.8
xor2_1: 9 / 78.8
or4_1: 7 / 52.6
a31oi_1: 6 / 37.5
nand4_1: 6 / 37.5
or2_2: 6 / 37.5
or3_1: 6 / 37.5
a22o_1: 4 / 35.0
nand2b_1: 4 / 25.0
o31ai_1: 4 / 30.0
buf_2: 3 / 15.0
buf_4: 3 / 22.5
ha_1: 3 / 37.5
nand3b_1: 3 / 22.5
o22ai_1: 3 / 18.8
or4_4: 3 / 33.8
a2111oi_0: 2 / 17.5
buf_6: 2 / 22.5
conb_1: 2 / 7.51
nor4_4: 2 / 42.5
o211ai_1: 2 / 15.0
o21a_1: 2 / 15.0
o311ai_0: 2 / 17.5
o32ai_1: 2 / 17.5
or4_2: 2 / 17.5
==> flip-flops by register name, indices dropped and copies added (netlist names) <==
name,count
motor_wrap.motorR.DIR,1
controls.curr,6
motor_wrap.motorR.counter,8
controls.bump,6
motor_wrap.motorL.DIR,1
controls.timer,32
motor_wrap.motorL.counter,8
==> worst max-delay path by stage <==
stage / slack, ps / to / cells after the start / from
6_report: 2150 / PWMR / 5 / controls.curr[1]
4_1_cts: 2120 / PWMR / 5 / controls.curr[1]
5_1_grt: 2000 / PWML / 5 / controls.curr[1]
==> power by group through the flow <==
| stage | logic [mW] | clock network, mW | registers (mW) |
|---|---|---|---|
| 6_report | 0.372 | 0.537 | 0.517 |
| 5_1_grt | 0.411 | 0.568 | 0.522 |
| 4_1_cts | 0.368 | 0.548 | 0.517 |
==> metal layers <==
metal  routed length (µm)  track usage (%)  vias up
met1                 3730             36.5     1315
met5                    0                0        -
met4                  113             3.62        0
li1                     -                -     1452
met2                 3290             40.1       55
met3                  355             5.13       12
==> cells in the final DEF, fill, tap and decap left out, types with 4 or more instances in the layout <==
cell type,count
or4_1,7
buf_4,6
or2_2,6
xnor2_1,16
clkdlybuf4s50_1,12
nand3_1,10
inv_1,9
a31oi_1,6
a211oi_1,10
nor4_1,11
bufinv_16,4
dfxtp_1,62
nor2_1,57
nor3_1,15
o21ai_0,19
clkbuf_8,10
o31ai_1,4
nand2b_1,4
xor2_1,9
nand4_1,6
or3_1,6
and3_1,9
a22o_1,4
nand2_1,20
a21oi_1,24
conb_1,4
Power and IR drop assume default switching activity.
