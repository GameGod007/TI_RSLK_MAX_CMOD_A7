==> /design/flow/design.v <==
`timescale 1ns / 1ps
module clock_divider(
input wire sysclk,  
output reg Mclk = 0,  
output reg Cclk = 0  
    );
integer count_m = 0;
integer count_c = 0;
localparam divm = 6000000; 
localparam divc = 6000; 
always@ (posedge sysclk)
begin
    if (count_m == divm)
    begin
        count_m <=0;
        Mclk <= ~Mclk;
    end
    else
    begin
        count_m <= count_m+1;
        Mclk <= Mclk;
    end
end
always@ (posedge sysclk)
begin
    if (count_c == divc)
    begin
        count_c <=0;
        Cclk <= ~Cclk;
    end
    else
    begin
        count_c <= count_c+1;
        Cclk <= Cclk;
    end
end
endmodule
==> /design/flow/run.sh <==
#!/bin/bash
# OpenROAD 26Q1-2900-gdf79404cd8, Yosys 0.63+post, stock flow scripts
make -C /OpenROAD-flow-scripts/flow DESIGN_CONFIG=/design/flow/config.mk WORK_HOME=/design/flow/orfs finish
==> /design/flow/config.mk <==
export PLATFORM = sky130hd
export DESIGN_NAME = clock_divider
export DESIGN_NICKNAME = clock_divider
export VERILOG_FILES = /design/flow/design.v
export SDC_FILE = /design/flow/constraint.sdc
export NUM_CORES = 4
export LEC_CHECK = 1
export CORE_UTILIZATION = 40
==> /design/flow/constraint.sdc <==
current_design clock_divider

set clk_period 5.7
set clk_io_pct 0.2

create_clock -name clk0 -period $clk_period [get_ports {sysclk}]

set non_clock_inputs [all_inputs -no_clocks]
set_input_delay [expr $clk_period * $clk_io_pct] -clock clk0 $non_clock_inputs
set_output_delay [expr $clk_period * $clk_io_pct] -clock clk0 [all_outputs]
==> notes.md <==
This note records the results obtained with Yosys and OpenROAD.

Power
The net switching share of the total power is 19.1%. The net switching power figure is 160 µW. The part of the power in registers is 55.6%. Of the total power, the clock network draws 44.4%. Per the OpenROAD power report, leakage power amounts to 1.13 nW. The power per cell area is 260 mW/mm². The maximum vdd ir drop is 182 µV. In this run, the combinational gates consume 0% of the power.

The internal power component is 673 µW.

Die
The horizontal die dimension is 86.8 µm. The number of rows created at floorplan is 30. The floorplan core area is 0.00687 mm².

Per the OpenROAD floorplan log, the area of the die is 0.00753 mm². The count of boundary I/O pins is 3. The vertical die dimension reported for this design is 86.8 µm.

The pre-placement core utilization is 41.9%.

CTS
In this run the number of H-tree levels came out at 3. Clock-pin slew was measured on the worst setup and hold paths at 60 ps. The master cell of the clock root buffer is sky130_fd_sc_hd__clkbuf_8. The number of buffers inserted during clock tree synthesis is 9. The maximum clock path buffer count is 2. The TritonCTS clock tree is built. The number of hold buffers added after cts is 0. The number of clock sinks is 66. Post-CTS timing repair inserted 0 buffers for setup.

The post-CTS resize count is 0. The later pin in the worst-skew pair is clocked with a latency of 330 ps.

Synthesis
The post-synth register bit count is 66. The fraction of the yosys area taken by sequential cells is 46.6%. The yosys stat cell total is 303.

The cell area after synthesis is 0.00288 mm². After technology mapping, the gate count stands at 303. The netlist uses 35 different library cells. The synthesized netlist has a Yosys-reported chip area of 0.00288 mm². The total of warnings raised by yosys is 1. The per-instance average area after synthesis is 9.49 µm².

Final timing
Setup repair after global routing left no endpoint under its margin. The worst max-slew margin expressed relative to the limit is 58.6%. The number of hold violations in the final report is 0.

Per the timing report, the achievable frequency comes out to 439 MHz. The transition at the pin with the smallest max-transition slack is 618 ps. The final period demand of the worst path is 2280 ps. The number of slew-limit violations in the final report is 0.

The final clock period utilization by the worst path is 40.0%. The sum of negative setup slack is 0 ps. The setup violation total in the final timing report is 0.

On the final layout, the worst clock skew is 5.36 ps.

Global routing
Entering global routing, the biggest net connects 11 pins. The via count of the first global-routing pass is 1894. The wire length of the first global-routing pass is 8.88 mm. Summed over all layers, the global routing overflow is 0. The combined global-route utilization of all metal layers is 15.0%. The initial antenna violation count was 0.

Finish
Per the run report, area growth between synthesis and finish was 11.6%. The non-filler instance count after layout is 416. Per the layout report, the design carries 627 filler cells. The share of final-layout standard cells stronger than drive strength 1 is 8.44%.

Route
The number of search-and-repair iterations in the first detailed-routing pass is 4. The routed design shows a via density per instance of 4.97. The aggregate routed wire length is 5.00 mm. For this sky-water flow run, the detailed-routed wirelength per cell is reported as 12.0 µm.

The total number of vias is 2068. The final antenna diode tally reported by the flow is 0. The number of DRC markers in iteration 0 is 91.

For this run, design rule violations remaining after detail routing come to 0. In this run the remaining antenna-violating nets after routing total 0.

Worst setup path
The worst reg2reg path depth is 4. The critical path launch point type is a flip-flop. The signal on the critical path passes through clkdlybuf4s50_1. The data arrival time reported for the critical path is 1140 ps. Setup slack on the worst reg-to-reg path comes out at 3670 ps. Per the post-run analysis, buffers plus inverters along the critical path come to 1. The worst reg2reg path startpoint is count_m[23]$_SDFF_PN0_. The path type of the worst setup path is reg -> out. The worst setup path is captured at a primary output.

The required time at the endpoint of the critical path is 4560 ps. The maximum fanout along the worst path is 2. The largest individual stage delay along the critical path comes from the cell sky130_fd_sc_hd__clkdlybuf4s50_1. The delay of the slowest cell on the worst path is 460 ps. The reg-to-reg endpoint is Mclk$_DFFE_PN_.

The kind of cell adding the most delay to the critical path is buffers and inverters.

Hold path
Counting instances, the worst hold path has a depth of 1. The tightest min-delay check is of the reg -> reg type. The endpoint of the worst hold path is reported as count_c[31]$_SDFF_PN0_. For the worst min-delay path, the startpoint reported by OpenROAD is count_c[31]$_SDFF_PN0_.

Flow run
The tool flagged a number of max-cap violations equal to 0. In this run the tools logged warnings totalling 27.

Placement
Per the placement log, port buffering inserted 2 buffers. Per the placement report, the placed cell count is 401. Detailed placement finished with a half-perimeter wire length of 3.59 mm. The weighted congestion at the end of routability-driven global placement is 0.823.

Outcome
The run finished with clean final reports.
cell families (layout without fill, tap and decap cells):
family	count (synthesis)	after routing	synth area share (%)
simple gates	152	152	30.6
flops	66	66	46.6
xor+xnor	55	55	16.8
buf+inv	16	33	2.13
compound gates	10	10	2.09
fa+ha+maj	4	4	1.74
power by group through the flow:
| stage | Sequential (mW) | Clock (mW) | Combinational [mW] |
|---|---|---|---|
| 6_report | 0.463 | 0.370 | 0.000000496 |
| 5_1_grt | 0.463 | 0.404 | 0.000000496 |
| 4_1_cts | 0.463 | 0.385 | 0.000000496 |
placed cells by master (no fill, tap or decap), drive strengths merged, types with 4 or more instances in the layout:
cell     n
dfxtp   64
nor2    41
xnor2   35
nand3   27
nand2   21
xor2    20
nand4   16
inv     15
nor4    15
clkbuf  12
nor3     8
and4     7
and3     6
ha       4
how the worst max path moves through the flow:
stage	startpoint	cells past startpoint	end	slack [ps]
6_report	Cclk$_DFFE_PN_	1	Cclk	3420
5_1_grt	Mclk$_DFFE_PN_	1	Mclk	3360
4_1_cts	Mclk$_DFFE_PN_	1	Mclk	3400
cell type report:
| cell class | instances | area, µm² | area share [%] |
|---|---|---|---|
| multi-input cells | 221 | 1480 | 46.1 |
| flip-flops and latches | 66 | 1340 | 41.8 |
| clock buffers | 12 | 145 | 4.52 |
| well taps | 96 | 120 | 3.74 |
| inverters | 15 | 56.3 | 1.75 |
| clock inverters | 3 | 40.0 | 1.25 |
| repair buffers | 3 | 27.5 | 0.858 |
state kept, by name, indices dropped and copies added (netlist names):
name,cells
count_m,32
count_c,32
Cclk,1
Mclk,1
layer usage:
layer,GRT usage (%),vias up,routed length [µm]
li1,-,1086,-
met1,25.7,943,2680
met2,20.3,29,2030
met3,2.71,10,197
met4,2.88,0,91
met5,0,-,0
synthesized netlist by cell type:
| master | count | area, µm² |
|---|---|---|
| sky130_fd_sc_hd__dfxtp_1 | 64 | 1280 |
| sky130_fd_sc_hd__nor2_1 | 40 | 150 |
| sky130_fd_sc_hd__xnor2_1 | 35 | 307 |
| sky130_fd_sc_hd__nand3_1 | 27 | 135 |
| sky130_fd_sc_hd__nand2_1 | 21 | 78.8 |
| sky130_fd_sc_hd__xor2_1 | 20 | 175 |
| sky130_fd_sc_hd__inv_1 | 15 | 56.3 |
| sky130_fd_sc_hd__nand4_1 | 13 | 81.3 |
| sky130_fd_sc_hd__nor4_1 | 12 | 75.1 |
| sky130_fd_sc_hd__nor3_1 | 7 | 35.0 |
| sky130_fd_sc_hd__and4_1 | 6 | 52.6 |
| sky130_fd_sc_hd__and3_1 | 5 | 31.3 |
| sky130_fd_sc_hd__ha_1 | 4 | 50.1 |
| sky130_fd_sc_hd__a21oi_1 | 3 | 15.0 |
| sky130_fd_sc_hd__nor2b_1 | 3 | 18.8 |
| sky130_fd_sc_hd__nor4_4 | 3 | 63.8 |
| sky130_fd_sc_hd__nor4b_1 | 3 | 26.3 |
| sky130_fd_sc_hd__edfxtp_1 | 2 | 60.1 |
| sky130_fd_sc_hd__nand4_2 | 2 | 25.0 |
| sky130_fd_sc_hd__o211ai_1 | 2 | 15.0 |
| sky130_fd_sc_hd__o21ai_0 | 2 | 10.0 |
| sky130_fd_sc_hd__a22o_1 | 1 | 8.76 |
| sky130_fd_sc_hd__a31oi_1 | 1 | 6.26 |
| sky130_fd_sc_hd__and2_1 | 1 | 6.26 |
| sky130_fd_sc_hd__and3_2 | 1 | 7.51 |
| sky130_fd_sc_hd__and4_2 | 1 | 10.0 |
| sky130_fd_sc_hd__buf_2 | 1 | 5.00 |
| sky130_fd_sc_hd__nand4_4 | 1 | 21.3 |
| sky130_fd_sc_hd__nand4bb_1 | 1 | 11.3 |
| sky130_fd_sc_hd__nor2_4 | 1 | 11.3 |
| sky130_fd_sc_hd__nor3_4 | 1 | 16.3 |
| sky130_fd_sc_hd__o21ai_1 | 1 | 5.00 |
| sky130_fd_sc_hd__or2_2 | 1 | 6.26 |
| sky130_fd_sc_hd__or3_1 | 1 | 6.26 |
| sky130_fd_sc_hd__or4_4 | 1 | 11.3 |
per-stage QoR:
| stage | total power, mW | setup slack, ps | cell area (µm²) | hold WS [ps] | util, % |
|---|---|---|---|---|---|
| 6_report | 0.833 | 3420 | 3210 | 468 | 46.7 |
| 5_1_grt | 0.866 | 3360 | 3210 | 497 | 46.7 |
| 4_1_cts | 0.847 | 3400 | 3210 | 469 | 46.7 |
| 3_5_place_dp | 0.473 | 3610 | 3020 | 453 | 44.0 |
| 3_3_place_gp | 0.473 | 3600 | 3020 | 452 | 44.0 |
| 2_1_floorplan | 0.473 | 3960 | 2880 | 432 | - |
Power is estimated from default activity; no workload was simulated.
